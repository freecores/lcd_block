### flow/design.v
`timescale 1ns / 1ps
module lcd_controller(
    input rst,
    input clk,
    input rs_in,
	 input [7:0] data_in,
    input strobe_in,
    input [7:0] period_clk_ns,
    output lcd_e,
    output [3:0] lcd_nibble,
    output lcd_rs,
    output lcd_rw,
    output disable_flash,
    output reg done
    );
	localparam lcd_init_rst = 1;
	localparam lcd_init_wait = 2;	
	localparam lcd_init_write_03_01 = 3;
	localparam lcd_init_wait_4ms = 4;
	localparam lcd_init_write_03_02 = 5;
	localparam lcd_init_wait_100us = 6;
	localparam lcd_init_write_03_03 = 7;
	localparam lcd_init_wait_40us = 8;
	localparam lcd_init_write_02 = 9;
	localparam lcd_init_wait_50us = 10;
	localparam lcd_init_state_done = 11;
	localparam lcd_init_strobe = 12;
	reg [3:0] lcd_init_states, lcd_init_state_next;  
	reg [23:0] counter_wait_lcd_init;	
	reg [8:0] counter_wait_strobe_lcd_init, counter_wait_stabilize_lcd_init;
	reg [23:0] time_wait_lcd_init;
	reg [3:0] lcd_init_data_out;   
	reg lcd_init_e_out;            
	reg lcd_init_done;
	localparam lcd_data_rst = 1;
	localparam lcd_data_wait_1us = 2;
	localparam lcd_data_wr_nibble_high = 3;
	localparam lcd_data_wr_nibble_low = 4;	
	localparam lcd_data_strobe = 5;
	localparam lcd_data_wait_40us = 6;
	localparam lcd_data_done = 7;
	reg [19:0] time_wait_lcd_data;
	reg [19:0] counter_wait_lcd_data;	
	reg [8:0] counter_wait_strobe_lcd_data, counter_wait_stabilize_lcd_data;
	reg [3:0] lcd_data_states, lcd_data_state_next;	 
	reg [3:0] lcd_data_data_out;	 
	reg lcd_data_e_out;				 
	always @ (posedge clk)
	begin
		if (rst)	 
			begin
				lcd_init_states <= lcd_init_rst;
				counter_wait_lcd_init <= 0;
				counter_wait_strobe_lcd_init <= 0;
				counter_wait_stabilize_lcd_init <= 0;
				lcd_init_e_out <= 0;
				lcd_init_done <= 0;
				lcd_init_data_out <= 0;
			end
		else
			begin
				case (lcd_init_states)
					lcd_init_rst:
						begin
							time_wait_lcd_init <= 15000000;
							lcd_init_states <= lcd_init_wait;
							lcd_init_state_next <= lcd_init_write_03_01;
						end
					lcd_init_wait:
						begin
							counter_wait_lcd_init <= counter_wait_lcd_init + period_clk_ns;
							if (counter_wait_lcd_init >= time_wait_lcd_init)
								begin
									lcd_init_states <= lcd_init_state_next;
									counter_wait_lcd_init <= 0;
								end
						end
					lcd_init_strobe:
						begin
							counter_wait_stabilize_lcd_init <= counter_wait_stabilize_lcd_init + period_clk_ns;
							if (counter_wait_stabilize_lcd_init >= 40)
								begin
									lcd_init_e_out <= 1;
									counter_wait_strobe_lcd_init <= counter_wait_strobe_lcd_init + period_clk_ns;
									if (counter_wait_strobe_lcd_init >= 240)
										begin
											lcd_init_states <= lcd_init_state_next;
											counter_wait_stabilize_lcd_init <= 0;
											counter_wait_strobe_lcd_init <= 0;
											lcd_init_e_out <= 0;
										end
								end																			
						end
					lcd_init_write_03_01:
						begin
							lcd_init_data_out <= 4'h3;
							lcd_init_states <= lcd_init_strobe;	 
							lcd_init_state_next <= lcd_init_wait_4ms;							
						end
					lcd_init_wait_4ms:
						begin
							time_wait_lcd_init <= 4100000;	 
							lcd_init_states <= lcd_init_wait;
							lcd_init_state_next <= lcd_init_write_03_02;
						end
					lcd_init_write_03_02:
						begin
							lcd_init_data_out <= 4'h3;
							lcd_init_states <= lcd_init_strobe;	 
							lcd_init_state_next <= lcd_init_wait_100us;							
						end
					lcd_init_wait_100us:
						begin
							time_wait_lcd_init <= 100000;	 
							lcd_init_states <= lcd_init_wait;
							lcd_init_state_next <= lcd_init_write_03_03;
						end
					lcd_init_write_03_03:
						begin
							lcd_init_data_out <= 4'h3;
							lcd_init_states <= lcd_init_strobe;	 
							lcd_init_state_next <= lcd_init_wait_40us;							
						end
					lcd_init_wait_40us:
						begin
							time_wait_lcd_init <= 40000;	 
							lcd_init_states <= lcd_init_wait;
							lcd_init_state_next <= lcd_init_write_02;
						end
					lcd_init_write_02:
						begin
							lcd_init_data_out <= 4'h2;
							lcd_init_states <= lcd_init_strobe;	 
							lcd_init_state_next <= lcd_init_wait_50us;							
						end
					lcd_init_wait_50us:
						begin
							time_wait_lcd_init <= 50000;	 
							lcd_init_states <= lcd_init_wait;
							lcd_init_state_next <= lcd_init_state_done;							
						end
					lcd_init_state_done:
						begin
							lcd_init_done <= 1;
							lcd_init_state_next <= lcd_init_state_done;
						end
				endcase
			end
	end
	assign lcd_rw = 0;
	assign lcd_rs = rs_in;
	assign disable_flash = 1;
	assign lcd_e = (!lcd_init_done) ? lcd_init_e_out : lcd_data_e_out;
	assign lcd_nibble = (!lcd_init_done) ? lcd_init_data_out : lcd_data_data_out ;	
	always @ (posedge clk)
	begin
		if (~lcd_init_done)
			begin
				lcd_data_e_out <= 0;
				lcd_data_data_out <= 0;
				lcd_data_states <= lcd_data_rst;
				done <= 0; 
				counter_wait_stabilize_lcd_data <= 0;
				counter_wait_lcd_data <= 0;
				counter_wait_strobe_lcd_data <= 0;
			end
		else
			begin
				case (lcd_data_states)
					lcd_data_rst:
						begin
							done <= 0;
							if (strobe_in == 1)
								begin
									lcd_data_states <= lcd_data_wr_nibble_high;
								end 
							else
								lcd_data_states <= lcd_data_rst;
						end
					lcd_data_wr_nibble_high:
						begin
							lcd_data_data_out <= data_in[7:4];
							lcd_data_states <= lcd_data_strobe;
							lcd_data_state_next <= lcd_data_wait_1us;							
						end
					lcd_data_strobe:
						begin
							counter_wait_stabilize_lcd_data <= counter_wait_stabilize_lcd_data + period_clk_ns;
							if (counter_wait_stabilize_lcd_data >= 40)
								begin
									lcd_data_e_out <= 1;
									counter_wait_strobe_lcd_data <= counter_wait_strobe_lcd_data + period_clk_ns;
									if (counter_wait_strobe_lcd_data >= 240)
										begin
											lcd_data_states <= lcd_data_state_next;
											counter_wait_stabilize_lcd_data <= 0;
											counter_wait_strobe_lcd_data <= 0;
											lcd_data_e_out <= 0;
										end
								end
						end
					lcd_data_wait_1us:
						begin
							counter_wait_lcd_data <= counter_wait_lcd_data + period_clk_ns;
							if (counter_wait_lcd_data >= 1000)
								begin
									lcd_data_states <= lcd_data_wr_nibble_low;
									counter_wait_lcd_data <= 0;
								end
						end
					lcd_data_wr_nibble_low:
						begin
							lcd_data_data_out <= data_in[3:0];
							lcd_data_states <= lcd_data_strobe;
							lcd_data_state_next <= lcd_data_wait_40us;							
						end
					lcd_data_wait_40us:
						begin
							counter_wait_lcd_data <= counter_wait_lcd_data + period_clk_ns;
							if (counter_wait_lcd_data >= 40000)
								begin
									lcd_data_states <= lcd_data_done;
									counter_wait_lcd_data <= 0;
								end
						end
					lcd_data_done:
						begin
							done <= 1;
							lcd_data_states <= lcd_data_rst;
						end
				endcase
			end
	end
endmodule
### flow/run.sh
#!/bin/bash
# OpenROAD 26Q1-2900-gdf79404cd8, Yosys 0.63+post, stock flow scripts
make -C /OpenROAD-flow-scripts/flow DESIGN_CONFIG=/design/flow/config.mk WORK_HOME=/design/flow/orfs finish
### flow/config.mk
export PLATFORM = sky130hd
export DESIGN_NAME = lcd_controller
export DESIGN_NICKNAME = lcd_controller
export VERILOG_FILES = /design/flow/design.v
export SDC_FILE = /design/flow/constraint.sdc
export NUM_CORES = 4
export LEC_CHECK = 1
export CORE_UTILIZATION = 50
### flow/constraint.sdc
current_design lcd_controller

set clk_period 6.2
set clk_io_pct 0.2

create_clock -name clk0 -period $clk_period [get_ports {clk}]

set non_clock_inputs [all_inputs -no_clocks]
set_input_delay [expr $clk_period * $clk_io_pct] -clock clk0 $non_clock_inputs
set_output_delay [expr $clk_period * $clk_io_pct] -clock clk0 [all_outputs]
==> run summary <==
run metrics: run status finished clean, post-CTS setup repair buffer count 0, maximum clock skew at final layout 5.13 ps, residual antenna-violating net count after detailed routing 0, register bit count reported by yosys 116, Post-synth ARST share 0, Area growth syn-to-layout 14.0%, I/O pin count 29, final max-slew violation count 0, number of synthesis warnings 1, clock root buffer sky130_fd_sc_hd__clkbuf_16, latest clock arrival within the worst-skew pair 410 ps, post-CTS resize count 0, post-synthesis instance area 7290 sq um, total global routing track utilization 0.245, Total Wirelength 16400 um, leakage power figure 3.35 nW, transition time of the tightest slew-check pin 797 ps, core region area 14000 sq um, clock transition at the registers of the reported paths 50 ps, number of antenna violations at the first check in global routing 0, switching power 0.672 mW, crit path capture type flop, TritonCTS clock tree done, H-tree levels 4, time the final worst path needs with I/O delays and setup 3780 ps, crit path max fanout 10, most instantiated flip-flop cell in the synthesis netlist sky130_fd_sc_hd__dfxtp_1, Synth Seq Share 0.345, Starting Density 0.519, Chip Height 123 um, Ant. Diodes 0, Critical Path Start Type primary input, total of endpoints with negative setup slack in the final report 0, final hold viol count 0, worst relative slew slack 0.468, PwrDens 295 nW/um^2, fraction of power consumed by sequential logic 0.372, final cycle utilization of the critical path 0.609, class of the most critical hold timing path reg -> reg, CP most frequent cell sky130_fd_sc_hd__nand3_1, largest net degree at the start of global routing 40, share of final-layout standard cells stronger than drive strength 1 0.0745, max-cap violations 0, weighted congestion at the end of routability-driven global placement 0.870, vias post-DR 6019, relative contribution of combinational cells to total power 0.189, Worst Path Required 6540 ps, switching share of total power 0.275, vias in the first global route 5693, Post-synth EDFFs 19, number of cell instances after yosys synthesis 844, Clock power frac 0.438, Avg Cell Area, Syn 8.64 sq um, horizontal die dimension 123 um, final HPWL from detailed placement 11600 um, global-route wire length before repair 28000 um, Register-to-Register Path Depth 8, wire length per cell 15.6 um, highest attainable clock frequency 265 MHz, row count 43, vias per cell 5.72, crit-path leading delay family simple AND/OR/NAND/NOR gates, P_int 1.77 mW, cell breakdown of the critical path clkdlybuf4s50_1 -> inv_1 -> fa_1 -> nor2b_1 -> o2111ai_1 -> nand3b_1 -> nand3_1 -> or4_1 -> nand3_1, DRC violation count after routing 0, Fin Setup TNS 0 ps, hold path depth 2, CTS sink cnt 116, critical path data arrival time 4120 ps, number of buffers on the longest clock path 2, post-synthesis cell type count 68, count of input and output buffers 24, worst setup path category in -> reg, CTS hold repair buffers 0, First DRT Iteration DRCs 365, first drt pass iteration count 4, critical-path cell with the highest stage delay sky130_fd_sc_hd__clkdlybuf4s50_1, post-synthesis cell count 844, worst path buffer plus inverter count 2, OpenROAD warnings 25, critical path depth in cells 9, Remaining Overflow, GRT 0, Chip Area 15100 sq um, YS chip area 7290 sq um, number of buffers created by CTS 17, RSZ-0062 raised after global routing false, worst hold slack after final layout 457 ps, Max stage delay on crit path 810 ps, Worst VDD drop 0.186 mV
[area by class of cell]
class,count,area (sq um)
clock inverter,8,144
clock buffer,24,512
tap,180,225
timing repair buffer,30,285
inverter,43,161
sequential,116,2510
multi-input combinational,651,4470
fill,1185,5730
[power groups by stage]
stage | Sequential, mW | Combinational [mW] | Clock [mW]
6_report | 0.911 | 0.463 | 1.07
5_1_grt | 0.921 | 0.523 | 1.13
4_1_cts | 0.910 | 0.466 | 1.09
[final timing paths]
path / to / slack (ps) / startpoint
worst max-delay path: counter_wait_lcd_init[20]$_SDFFE_PP0P_ / 2420 / period_clk_ns[1]
worst max register to register: counter_wait_lcd_init[8]$_SDFFE_PP0P_ / 3400 / time_wait_lcd_init[20]$_DFFE_PP_
worst min register to register: counter_wait_strobe_lcd_init[2]$_SDFFE_PP0P_ / 460 / counter_wait_strobe_lcd_init[2]$_SDFFE_PP0P_
worst min-delay path: counter_wait_strobe_lcd_init[2]$_SDFFE_PP0P_ / 460 / counter_wait_strobe_lcd_init[2]$_SDFFE_PP0P_
[layer usage]
layer,vias to the layer above,share of wire,wire length [um],GRT usage
met1,2803,0.50,8190,0.384
met3,8,0.035,583,0.0422
li1,3122,-,-,-
met5,-,0,0,0
met2,86,0.46,7540,0.382
met4,0,0.0083,136,0.0191
[cell usage in the layout (no fill, tap or decap), types with 24 or more instances in the layout]
cell                              count
sky130_fd_sc_hd__a21oi_1             65
sky130_fd_sc_hd__clkdlybuf4s50_1     24
sky130_fd_sc_hd__dfxtp_1             97
sky130_fd_sc_hd__ha_1                67
sky130_fd_sc_hd__inv_1               43
sky130_fd_sc_hd__nand2_1             62
sky130_fd_sc_hd__nand3_1             31
sky130_fd_sc_hd__nor2_1              90
sky130_fd_sc_hd__o21ai_0             36
sky130_fd_sc_hd__xnor2_1             25
[state kept, by name, indices dropped and copies added, names as in the netlist, 2 cells and up]
register and flops:
counter_wait_stabilize_lcd_data 9, lcd_init_state_next 4, time_wait_lcd_init 14, lcd_data_states 3
counter_wait_stabilize_lcd_init 9, lcd_data_data_out 4, lcd_init_states 4, counter_wait_lcd_data 20
lcd_init_data_out 2, counter_wait_lcd_init 24, counter_wait_strobe_lcd_data 9, counter_wait_strobe_lcd_init 9
[tightest hold or removal path: cells and delay by family, from the launching register on]
| family | cells | cell delay (ps) |
|---|---|---|
| AND-OR/OR-AND | 1 | 50 |
| flip-flops | 1 | 310 |
| AND/OR/NAND/NOR | 1 | 50 |
[synthesized netlist by cell type (12+ instances only)]
| cell | n | area, sq um |
|---|---|---|
| sky130_fd_sc_hd__a21o_1 | 20 | 150 |
| sky130_fd_sc_hd__a21oi_1 | 65 | 325 |
| sky130_fd_sc_hd__a22oi_1 | 21 | 158 |
| sky130_fd_sc_hd__clkbuf_1 | 25 | 93.8 |
| sky130_fd_sc_hd__dfxtp_1 | 97 | 1940 |
| sky130_fd_sc_hd__edfxtp_1 | 19 | 571 |
| sky130_fd_sc_hd__ha_1 | 67 | 838 |
| sky130_fd_sc_hd__inv_1 | 43 | 161 |
| sky130_fd_sc_hd__mux2i_1 | 13 | 130 |
| sky130_fd_sc_hd__nand2_1 | 62 | 233 |
| sky130_fd_sc_hd__nand3_1 | 31 | 155 |
| sky130_fd_sc_hd__nand4_1 | 12 | 75.1 |
| sky130_fd_sc_hd__nor2_1 | 90 | 338 |
| sky130_fd_sc_hd__nor3_1 | 16 | 80.1 |
| sky130_fd_sc_hd__o211ai_1 | 13 | 97.6 |
| sky130_fd_sc_hd__o21ai_0 | 37 | 185 |
| sky130_fd_sc_hd__xnor2_1 | 25 | 219 |
[kinds of logic after synthesis]
family | synth area share
simple gates | 0.206
other cells | 0.00103
xor+xnor | 0.0432
fa+ha+maj | 0.133
compound gates | 0.209
mux | 0.0209
buf+inv | 0.0426
flops | 0.345
[per-stage QoR]
step / std cells / power, mW / util / cell area (sq um) / setup slack [ps]
after CTS: 1052 / 2.47 / 0.592 / 8310 / 2420
after detailed placement: 1020 / 1.39 / 0.545 / 7650 / 2010
after global routing: 1052 / 2.58 / 0.592 / 8310 / 2170
after floorplan: 844 / 1.26 / - / 7290 / 3130
final: 1052 / 2.45 / 0.592 / 8310 / 2420
after global placement: 1020 / 1.38 / 0.545 / 7650 / 2020
Power figures rest on the tool's default switching activity, not on a simulated workload.
